**./constraint.sdc**
```tcl
current_design S9_actividad1

set clk_period 7.8
set clk_io_pct 0.2

create_clock -name clk0 -period $clk_period [get_ports {clk}]

set non_clock_inputs [all_inputs -no_clocks]
set_input_delay [expr $clk_period * $clk_io_pct] -clock clk0 $non_clock_inputs
set_output_delay [expr $clk_period * $clk_io_pct] -clock clk0 [all_outputs]
```
**./design.v**
```verilog
`timescale 1ns / 1ps
module S8_actividad2 #(parameter N = 16)(
    input logic [N-1:0] data_in,
    input logic load_A, load_B, load_Op, clk,reset,updateRes,
    output logic [4:0]LEDs,
    output logic [15:0] Result_Alu
    );
    logic [1:0] V_op;
    logic [N-1 : 0] V_a, V_b;
    logic [1:0] data_in_op;
    logic [N-1:0] Result;
    logic [4:0] Flags;
    logic [N-1:0] HEX_in;
    assign  data_in_op = data_in[1:0];
    reg_param #(.N(N)) registro_a (.clk(clk), .reset(reset) , .load(load_A), .D(data_in),.Q(V_a));
    reg_param #(.N(N)) registro_b (.clk(clk), .reset(reset) , .load(load_B), .D(data_in),.Q(V_b));
    reg_param #(.N(2)) registro_op (.clk(clk), .reset(reset) , .load(load_Op), .D(data_in_op),.Q(V_op));
    S4_actividad3 #(.M(N)) alu (.A(V_a), .B(V_b), .OpCode(V_op), .Result(Result), .Flags(Flags));
    reg_param #(.N(N)) result_alu (.clk(clk), .reset(reset), .load(updateRes), .D(Result),.Q(Result_Alu));  
    reg_param #(.N(5)) result_flags (.clk(clk), .reset(reset), .load(updateRes), .D(Flags),.Q(LEDs));
endmodule
`timescale 1ns / 1ps
module S9_actividad1(
 input logic clk,
 input logic reset,
 input logic Enter,
 input logic [15:0] DataIn,
 output logic [15:0] ToDisplay,
 output logic [4:0] Flags,
 output logic [2:0] Status);
 logic Enter_pulse;
 logic OpA, OpB, OpCode;
 logic updateRes;
 logic [15:0] Result_Alu;
 logic ToDisplaySel;
 edge_detector  Level_to_Pulse (.clk(clk),
                               .reset(reset),
                               .L(Enter),
                               .P(Enter_pulse));
 ReversePolishFSM  ReversePolishFSM (.clk(clk),
                                    .reset(reset),
                                    .Enter_pulse(Enter_pulse),
                                    .Status(Status),
                                    .LoadOpA(OpA),
                                    .LoadOpB(OpB),
                                    .LoadOpCode(OpCode),
                                    .ToDisplaySel(ToDisplaySel),
                                    .updateRes(updateRes));
 S8_actividad2  Sistema_ALU (.clk(clk),
                            .reset(reset),
                            .data_in(DataIn),
                            .load_A(OpA),
                            .load_B(OpB),
                            .load_Op(OpCode),
                            .updateRes(updateRes),
                            .LEDs(Flags),
                            .Result_Alu(Result_Alu)
                            );                          
  Display Display_Selector (.Alu_result(Result_Alu),
                            .DataIN(DataIn),
                            .Todisplaysel(ToDisplaySel),
                            .ToDisplay(ToDisplay));
endmodule
`timescale 1ns / 1ps
module Display(
    input logic[15:0] Alu_result,
    input logic [15:0] DataIN,
    input logic Todisplaysel,
    output logic [15:0] ToDisplay
    );
    always_comb
        if (Todisplaysel)
            ToDisplay = DataIN;
        else
            ToDisplay = Alu_result;   
endmodule
`timescale 1ns / 1ps
module ReversePolishFSM(
    input logic  clk, reset,
    input logic Enter_pulse,
    output logic [2:0] Status,
    output logic LoadOpA, LoadOpB, LoadOpCode,
    output logic ToDisplaySel, updateRes);
    enum logic [6:0] {Entering_OpA, Load_OpA, Entering_OpB, Load_OpB, Entering_OpCode, Load_OpCode, Show_Result} state, next_state,under_state;
    always_ff @ (posedge clk)
    begin
        if (reset)
            state <= Entering_OpA;
        else 
            state <= next_state;       
    end
    always_comb begin 
       case (state)
            Entering_OpA: begin 
                if (Enter_pulse)
                    next_state = Load_OpA;
                else 
                    next_state = Entering_OpA ;
            end
            Load_OpA: next_state = Entering_OpB;
            Entering_OpB: begin 
                if (Enter_pulse)
                    next_state = Load_OpB;
                else 
                    next_state = Entering_OpB;
            end
            Load_OpB: next_state = Entering_OpCode;     
            Entering_OpCode: begin 
                if (Enter_pulse)
                    next_state = Load_OpCode;
                else 
                    next_state = Entering_OpCode;
            end 
            Load_OpCode: next_state = Show_Result;
            Show_Result: begin 
                if (Enter_pulse)
                    next_state = Entering_OpA;
                else 
                    next_state =Show_Result;
            end 
            default: next_state = Entering_OpA;         
       endcase
    end
    always_comb begin 
        LoadOpA = 0;
        LoadOpB = 0;
        LoadOpCode = 0;
        ToDisplaySel = 1;
        updateRes = 0;
        case (state)
            Entering_OpA: begin
                Status = 3'b000;
            end
            Load_OpA: begin
                Status = 3'b001;
                LoadOpA = 1;    
            end
            Entering_OpB: begin
                Status = 3'b010;
            end
            Load_OpB: begin
                Status = 3'b011;
                LoadOpB = 1;           
            end
            Entering_OpCode: begin
                Status = 3'b100;
            end
            Load_OpCode: begin
                Status = 3'b101;
                LoadOpCode = 1;  
            end
            Show_Result: begin
                Status = 3'b110;
                ToDisplaySel = 0;
                updateRes = 1;
            end 
            default: Status = 3'b000;  
        endcase      
        end 
endmodule
`timescale 1ns / 1ps
module S4_actividad3 #(parameter M=8)(
    input logic [M-1:0] A,
    input logic [M-1:0] B,
    input logic [1:0] OpCode,
    output logic [4:0] Flags,
    output logic [M-1:0] Result
);
    logic V, C, Z, N, P;
    logic [M:0] R;
    always_comb begin
        case(OpCode)
            2'b00: R = ~(A | B);   
            2'b01: R = ~(A & B);   
            2'b10: R = A + B;      
            2'b11: R = A - B;      
            default: R = 0;        
        endcase
        Result = R[M-1:0];
        Z = (Result == 0);   
        N = Result[M-1];   
        P = ~(^Result);  
        if(OpCode == 2'b10)begin
            V =((~A[M-1] & ~B[M-1] & Result[M-1]) | (A[M-1] & B[M-1] & ~Result[M-1]));   
            C = R[M];   
        end else if(OpCode == 2'b11)begin
            V = ((~A[M-1] & B[M-1] & Result[M-1]) | (A[M-1] & ~B[M-1] & ~Result[M-1]));   
            C = R[M];
        end else begin
            V = 0;   
            C = 0;   
        end
    end 
    assign Flags = {V, C, Z, N, P};
endmodule
`timescale 1ns / 1ps
module edge_detector(
    input logic clk, reset, L,
    output logic P);
    enum logic [2:0] {S0, S1, S2} state, next_state;
    always_ff @(posedge clk)
    begin
        if (reset)
            state <= S0;
        else 
            state <= next_state;    
    end
    always_comb begin 
       case (state)
            S0: begin 
                if (L)
                    next_state = S1;
                else 
                    next_state = S0;
            end
            S1: begin 
                if (L)
                    next_state = S2;
                else 
                    next_state = S0;
            end     
            S2: begin 
                if (L)
                    next_state = S2;
                else 
                    next_state = S0;
            end 
            default: next_state = S0;         
       endcase
    end
    always_comb begin
        case (state)
            S0: P=0;
            S1: P=1;
            S2: P=0;
            default: P = 0;
         endcase
    end               
endmodule
`timescale 1ns / 1ps
module reg_param#(parameter N = 8)(
    input logic clk, reset, load,
    input logic [N-1:0] D,
    output logic [N-1:0]Q
    );
    always_ff@(posedge clk)
        if (reset)
            Q <= 'b0;
        else if (load)
            Q <= D; 
        else 
            Q <= Q;
endmodule
```
**./config.mk**
```make
export PLATFORM = sky130hd
export DESIGN_NAME = S9_actividad1
export DESIGN_NICKNAME = S9_actividad1
export VERILOG_FILES = /design/flow/design.v
export SDC_FILE = /design/flow/constraint.sdc
export NUM_CORES = 4
export LEC_CHECK = 1
export CORE_UTILIZATION = 50
```
**./run.sh**
```bash
#!/bin/bash
# OpenROAD 26Q1-2900-gdf79404cd8, Yosys 0.63+post, stock flow scripts
make -C /OpenROAD-flow-scripts/flow DESIGN_CONFIG=/design/flow/config.mk WORK_HOME=/design/flow/orfs finish
```
==> flow_summary.toml <==
# yosys + openroad results
[synth]
synth_largest_type_area_fraction_pct = 30.9
synthTopCellsByArea = "sky130_fd_sc_hd__dfxtp_1 (31%), sky130_fd_sc_hd__mux2i_1 (8.8%), sky130_fd_sc_hd__ha_1 (8.3%), sky130_fd_sc_hd__nor2_1 (7.2%), sky130_fd_sc_hd__mux2_2 (4.7%)"
synth_xor_xnor_area_share_pct = 6.66
synth_compound_gate_area_share_pct = 15.8
synth.most_common_cell = "sky130_fd_sc_hd__nor2_1"
yosysWarningCount = 7
muxShareOfSynthArea_pct = 13.8
enable_flop_cells = 0
ys.flops = 63
yosys_stat_chip_area_um2 = 4080
synth_top_flop_cell = "sky130_fd_sc_hd__dfxtp_1"
netlist_top_cells_count = "sky130_fd_sc_hd__nor2_1 (78), sky130_fd_sc_hd__dfxtp_1 (63), sky130_fd_sc_hd__mux2i_1 (36)"
synthDistinctLibCells = 54
synth.yosys.seq_area_share_pct = 30.9
synth.yosys.num_cells = 481
synth-async-reset-ratio_pct = 0
syn_area_um2 = 4080
topCombFamilyByArea = "simple AND/OR/NAND/NOR gates"
top_area_cell = "sky130_fd_sc_hd__dfxtp_1"
netlist_instances = 481
syn_area_per_cell_um2 = 8.47
yosys.area_share.simple_pct = 17.2
post_synth_fa_ha_maj_area_fraction_pct = 11.7

[clocking]
clock_insertion_delay_worst_skew_ns = 0.33
cts.clk_slew.worst_paths_ns = 0.07
hold_buffers = 0
cts.repair.resized = 0
cts.sink_count = 63
clock-root-buffer = "sky130_fd_sc_hd__clkbuf_8"
tritoncts = "built"
clk_path_buf_depth = 2
post_cts_buffers = 0
num_cts_buffers = 9
htree_num_levels = 3

[critical_path]
critical_path.max_fanout = 15
crit_end = "Sistema_ALU.result_flags.Q[0]"
crit_arrival_ns = 4.82
rr_worst_depth = 18
critPathLaunch = "Sistema_ALU.registro_op.Q[0]"
cp_cell_sequence = "inv_1 > nor2_1 > a21oi_1 > a21oi_1 > xor2_1 > ha_1 > nand4_1 > o221ai_1 > nor4_1 > a2111oi_2 > nand2_1 > and2_2 > ha_1 > xnor2_1 > xnor2_1 > xnor2_1 > mux2i_1 > nor2_1"
r2r_slack_ns = 3.19
critPathMaxStageDelay_ns = 0.48
critPathBufInv = 1
critical_path.most_common_cell = "sky130_fd_sc_hd__xnor2_1"
required_ns = 8.00
cp-end-kind = "flop"
worst_path_slowest_cell = "sky130_fd_sc_hd__dfxtp_1"
cp_num_cells = 18
timing.rr.start = "Sistema_ALU.registro_op.Q[0]"
startpoint_type = "flop"
r2r_end = "Sistema_ALU.result_flags.Q[0]"
cell_family_contributing_the_most_delay_on_the_critical_path = "AND-OR/OR-AND gates"
kind_of_critical_path = "flop to flop"

[timing]
hold_viol_final = 0
slew_viol_final = 0
tightestPinTransition_ns = 0.643
worst_max_slew_margin_expressed_relative_to_the_limit_pct = 57.1
setup_viol_count_final = 0
final_worst_path_period_share_pct = 59.2
finalSetupTns_ns = 0
hold_slack_ns = 0.410
maxClockFrequency_mhz = 217
rsz_0062_raised_after_global_routing = "no"
post-route-min-period_ns = 4.61
pnr_worst_setup_slack_ns = 3.19
worst_clock_skew_ns = 0.00711

[place]
post-place-cells = 602
preCtsSetupSlack_ns = 3.26
portBuffers = 42
detailedPlacementHpwl_mm = 7.57
globalplace.congestion = 0.922

[global_route]
grt.total_usage_pct = 26.6
grt_start_max_net_pins = 62
grt_antenna_before_repair = 0
grt_first_pass_wirelength_mm = 16.9
overflow_left_after_global_routing = 0
number_of_global_route_vias_before_repair = 3154

[route]
viasPerCell = 5.73
route.final.wire_length_mm = 10.7
n_antenna_cell = 0
antenna_violating_nets_post_route = 0
dr_total_vias = 3528
drt_first_iter_violations = 118
drcViolationCount = 0
drt_pre_antenna_iters = 4
route.detailed.wl_per_inst_um = 17.4

[floorplan]
floorplan.io_pins = 43
rows = 32
die_width_um = 92.3
floorplan.core_util_pct = 52.2
die_area_um2 = 8520
core_region_area_um2 = 7810
fp.dieH_um = 92.3

[power_and_ir_drop]
leakagePower_nw = 1.82
power.density_cell_area_nw_per_um2 = 162
max-vdd-ir-drop_mv = 0.120

[status]
run_status = "complete, no violations"

[finish]
nFillCells = 712
layout-area-overhead-vs-synth_pct = 16.0
layout-drive-gt1-share_pct = 8.56
final_core_utilization_pct = 60.5
stdcell_count = 616

[job]
count_of_maximum_capacitance_violations = 0
stage_log_warnings = 28

[min_path]
min-delay-path-class = "flop to flop"
-- per-layer routing --
layer / wire length, um / track usage (%)
met1: 5600 / 45.1
met2: 4440 / 37.0
met3: 566 / 4.64
met4: 102 / 2.60
met5: 0 / 0
-- kinds of logic after synthesis --
family / after synthesis
xor gates and xnor gates: 31
AOI/OAI and AO/OA: 98
DFF: 63
and+or+nand+nor: 156
buffers and inverters: 39
adders and majority gates: 40
muxes: 54
-- registers in the layout, summed over array words and instances, names as in the netlist --
| name | cells |
|---|---|
| Sistema_ALU.result_flags.Q | 5 |
| Level_to_Pulse.state | 2 |
| Sistema_ALU.registro_b.Q | 16 |
| Sistema_ALU.registro_a.Q | 16 |
| Sistema_ALU.result_alu.Q | 15 |
| Sistema_ALU.registro_op.Q | 2 |
| ReversePolishFSM.state | 7 |
-- worst min-delay path: cells and delay by family, from the launching register on --
family / cells / cell delay [ns]
flip-flops: 1 / 0.30
buffers and inverters: 1 / 0.04
AND/OR/NAND/NOR: 1 / 0.03
-- cells in the final DEF (no fill, tap or decap), types with 11 or more instances in the layout --
| cell | Yosys | final |
|---|---|---|
| sky130_fd_sc_hd__mux2_2 | 17 | 17 |
| sky130_fd_sc_hd__clkdlybuf4s50_1 | 0 | 41 |
| sky130_fd_sc_hd__nor2_1 | 78 | 78 |
| sky130_fd_sc_hd__o21ai_0 | 22 | 22 |
| sky130_fd_sc_hd__xnor2_1 | 20 | 20 |
| sky130_fd_sc_hd__inv_1 | 11 | 11 |
| sky130_fd_sc_hd__ha_1 | 27 | 27 |
| sky130_fd_sc_hd__dfxtp_1 | 63 | 63 |
| sky130_fd_sc_hd__nand2_1 | 34 | 34 |
| sky130_fd_sc_hd__maj3_1 | 12 | 12 |
| sky130_fd_sc_hd__a21oi_1 | 30 | 30 |
| sky130_fd_sc_hd__mux2i_1 | 36 | 36 |
| sky130_fd_sc_hd__xor2_1 | 11 | 11 |
-- worst min path at each step --
stage                              startpoint  slack, ns                       to  cells after the start
final                 Level_to_Pulse.state[0]       0.41  Level_to_Pulse.state[2]                      2
after global routing  Level_to_Pulse.state[0]       0.42  Level_to_Pulse.state[2]                      2
after CTS             Level_to_Pulse.state[0]       0.41  Level_to_Pulse.state[2]                      2
-- power by group --
part           leakage [nW]  switching, mW  internal, mW  total, mW
sequential            0.509        0.00395         0.326      0.330
combinational          1.22         0.0790        0.0727      0.152
clock                0.0957          0.129         0.154      0.282
-- per-stage QoR --
step | instance area, um2 | power (mW)
floorplan | 4080 | 0.439
global placement | 4540 | 0.486
detailed placement | 4540 | 0.485
CTS | 4730 | 0.770
global route | 4730 | 0.799
finish | 4730 | 0.764
-- layout make-up --
| type | instances | area [um2] | area share [%] |
|---|---|---|---|
| multi-input combinational | 379 | 2660 | 56.2 |
| sequential | 63 | 1260 | 26.7 |
| timing repair buffer | 47 | 453 | 9.58 |
| clock buffer | 11 | 141 | 2.99 |
| tap | 102 | 128 | 2.70 |
| clock inverter | 3 | 43.8 | 0.926 |
| inverter | 11 | 41.3 | 0.873 |
Power and IR drop assume default switching activity.
