[/design/flow/run.sh]
#!/bin/bash
# OpenROAD 26Q1-2900-gdf79404cd8, Yosys 0.63+post, stock flow scripts
make -C /OpenROAD-flow-scripts/flow DESIGN_CONFIG=/design/flow/config.mk WORK_HOME=/design/flow/orfs finish
[/design/flow/config.mk]
export PLATFORM = sky130hd
export DESIGN_NAME = S7_actividad1
export DESIGN_NICKNAME = S7_actividad1
export VERILOG_FILES = /design/flow/design.v
export SDC_FILE = /design/flow/constraint.sdc
export NUM_CORES = 4
export LEC_CHECK = 1
export CORE_UTILIZATION = 50
[/design/flow/design.v]
`timescale 1ns / 1ps
module Display(
    input logic[15:0] Alu_result,
    input logic [15:0] DataIN,
    input logic Todisplaysel,
    output logic [15:0] ToDisplay
    );
    always_comb
        if (Todisplaysel)
            ToDisplay = DataIN;
        else
            ToDisplay = Alu_result;   
endmodule
`timescale 1ns / 1ps
module ReversePolishFSM(
    input logic  clk, reset,
    input logic Enter_pulse,
    output logic [2:0] Status,
    output logic LoadOpA, LoadOpB, LoadOpCode,
    output logic ToDisplaySel, updateRes);
    enum logic [6:0] {Entering_OpA, Load_OpA, Entering_OpB, Load_OpB, Entering_OpCode, Load_OpCode, Show_Result} state, next_state,under_state;
    always_ff @ (posedge clk)
    begin
        if (reset)
            state <= Entering_OpA;
        else 
            state <= next_state;       
    end
    always_comb begin 
       case (state)
            Entering_OpA: begin 
                if (Enter_pulse)
                    next_state = Load_OpA;
                else 
                    next_state = Entering_OpA ;
            end
            Load_OpA: next_state = Entering_OpB;
            Entering_OpB: begin 
                if (Enter_pulse)
                    next_state = Load_OpB;
                else 
                    next_state = Entering_OpB;
            end
            Load_OpB: next_state = Entering_OpCode;     
            Entering_OpCode: begin 
                if (Enter_pulse)
                    next_state = Load_OpCode;
                else 
                    next_state = Entering_OpCode;
            end 
            Load_OpCode: next_state = Show_Result;
            Show_Result: begin 
                if (Enter_pulse)
                    next_state = Entering_OpA;
                else 
                    next_state =Show_Result;
            end 
            default: next_state = Entering_OpA;         
       endcase
    end
    always_comb begin 
        LoadOpA = 0;
        LoadOpB = 0;
        LoadOpCode = 0;
        ToDisplaySel = 1;
        updateRes = 0;
        case (state)
            Entering_OpA: begin
                Status = 3'b000;
            end
            Load_OpA: begin
                Status = 3'b001;
                LoadOpA = 1;    
            end
            Entering_OpB: begin
                Status = 3'b010;
            end
            Load_OpB: begin
                Status = 3'b011;
                LoadOpB = 1;           
            end
            Entering_OpCode: begin
                Status = 3'b100;
            end
            Load_OpCode: begin
                Status = 3'b101;
                LoadOpCode = 1;  
            end
            Show_Result: begin
                Status = 3'b110;
                ToDisplaySel = 0;
                updateRes = 1;
            end 
            default: Status = 3'b000;  
        endcase      
        end 
endmodule
`timescale 1ns / 1ps
module S4_actividad3 #(parameter M=8)(
    input logic [M-1:0] A,
    input logic [M-1:0] B,
    input logic [1:0] OpCode,
    output logic [4:0] Flags,
    output logic [M-1:0] Result
);
    logic V, C, Z, N, P;
    logic [M:0] R;
    always_comb begin
        case(OpCode)
            2'b00: R = ~(A | B);   
            2'b01: R = ~(A & B);   
            2'b10: R = A + B;      
            2'b11: R = A - B;      
            default: R = 0;        
        endcase
        Result = R[M-1:0];
        Z = (Result == 0);   
        N = Result[M-1];   
        P = ~(^Result);  
        if(OpCode == 2'b10)begin
            V =((~A[M-1] & ~B[M-1] & Result[M-1]) | (A[M-1] & B[M-1] & ~Result[M-1]));   
            C = R[M];   
        end else if(OpCode == 2'b11)begin
            V = ((~A[M-1] & B[M-1] & Result[M-1]) | (A[M-1] & ~B[M-1] & ~Result[M-1]));   
            C = R[M];
        end else begin
            V = 0;   
            C = 0;   
        end
    end 
    assign Flags = {V, C, Z, N, P};
endmodule
`timescale 1ns / 1ps
module S6_Actividad1 #(parameter N = 16)(
    input logic [N-1:0] data_in,
    input logic load_A, load_B, load_Op, clk,reset,updateRes,
    output logic [4:0] LEDs,
    output logic [N-1:0] HEX_in 
    );
    logic [1:0] V_op;
    logic [N-1 : 0] V_a, V_b;
    logic [1:0] data_in_op;
    logic [N-1:0] Result;
    logic [4:0] Flags;
    assign  data_in_op = data_in[1:0];
    reg_param #(.N(N)) registro_a (.clk(clk), .reset(reset) , .load(load_A), .D(data_in),.Q(V_a));
    reg_param #(.N(N)) registro_b (.clk(clk), .reset(reset) , .load(load_B), .D(data_in),.Q(V_b));
    reg_param #(.N(2)) registro_op (.clk(clk), .reset(reset) , .load(load_Op), .D(data_in_op),.Q(V_op));
    S4_actividad3 #(.M(N)) alu (.A(V_a), .B(V_b), .OpCode(V_op), .Result(Result), .Flags(Flags));
    reg_param #(.N(N)) result_alu (.clk(clk), .reset(reset), .load(updateRes), .D(Result),.Q(HEX_in));  
    reg_param #(.N(5)) result_flags (.clk(clk), .reset(reset), .load(updateRes), .D(Flags),.Q(LEDs));
endmodule
`timescale 1ns / 1ps
module S7_actividad1(
 input logic clk,
 input logic reset,
 input logic Enter,
 input logic [15:0] DataIn,
 output logic [15:0] ToDisplay,
 output logic [4:0] Flags,
 output logic [2:0] Status);
 logic Enter_pulse;
 logic OpA, OpB, OpCode;
 logic updateRes;
 logic [15:0] Result_Alu;
 logic ToDisplaySel;
 edge_detector  Level_to_Pulse (.clk(clk),
                               .reset(reset),
                               .L(Enter),
                               .P(Enter_pulse));
 ReversePolishFSM  ReversePolishFSM (.clk(clk),
                                    .reset(reset),
                                    .Enter_pulse(Enter_pulse),
                                    .Status(Status),
                                    .LoadOpA(OpA),
                                    .LoadOpB(OpB),
                                    .LoadOpCode(OpCode),
                                    .ToDisplaySel(ToDisplaySel),
                                    .updateRes(updateRes));
 S6_Actividad1  Sistema_ALU (.clk(clk),
                            .reset(reset),
                            .data_in(DataIn),
                            .load_A(OpA),
                            .load_B(OpB),
                            .load_Op(OpCode),
                            .updateRes(updateRes),
                            .LEDs(Flags),
                            .HEX_in(Result_Alu));                          
  Display Display_Selector (.Alu_result(Result_Alu),
                            .DataIN(DataIn),
                            .Todisplaysel(ToDisplaySel),
                            .ToDisplay(ToDisplay));
endmodule
`timescale 1ns / 1ps
module edge_detector(
    input logic clk, reset, L,
    output logic P);
    enum logic [2:0] {S0, S1, S2} state, next_state;
    always_ff @(posedge clk)
    begin
        if (reset)
            state <= S0;
        else 
            state <= next_state;    
    end
    always_comb begin 
       case (state)
            S0: begin 
                if (L)
                    next_state = S1;
                else 
                    next_state = S0;
            end
            S1: begin 
                if (L)
                    next_state = S2;
                else 
                    next_state = S0;
            end     
            S2: begin 
                if (L)
                    next_state = S2;
                else 
                    next_state = S0;
            end 
            default: next_state = S0;         
       endcase
    end
    always_comb begin
        case (state)
            S0: P=0;
            S1: P=1;
            S2: P=0;
            default: P = 0;
         endcase
    end               
endmodule
`timescale 1ns / 1ps
module reg_param#(parameter N = 8)(
    input logic clk, reset, load,
    input logic [N-1:0] D,
    output logic [N-1:0]Q
    );
    always_ff@(posedge clk)
        if (reset)
            Q <= 'b0;
        else if (load)
            Q <= D; 
        else 
            Q <= Q;
endmodule
[/design/flow/constraint.sdc]
current_design S7_actividad1

set clk_period 9.5
set clk_io_pct 0.2

create_clock -name clk0 -period $clk_period [get_ports {clk}]

set non_clock_inputs [all_inputs -no_clocks]
set_input_delay [expr $clk_period * $clk_io_pct] -clock clk0 $non_clock_inputs
set_output_delay [expr $clk_period * $clk_io_pct] -clock clk0 [all_outputs]
==> reports/metrics.cfg <==
[route]
via_per_inst = 5.62
first_pass_iters = 5
drc = 0
antenna_cells = 0
vias = 3475
routed_wirelength_um = 10400
postRouteAntennaNets = 0
drtIter0Drc = 209
routedWlPerCell_um = 16.9

[floorplan]
die_h_um = 92.3
die_area_sq_um = 8520
io_pins = 43
design.core.area_sq_um = 7810
fp_util_pct = 52.2
num_rows = 32
fp.dieW_um = 92.3

[setup_path]
setup.worst_path.end_class = output pin
crit_type = input pin to output pin
crit_arrival_ps = 3150
cp_max_fo = 3
cp-start-kind = input pin
required_ps = 7600

[sta]
slew_viol_final = 0
tightest_slew_ps = 641
period_minus_slack_ps = 5050
fin_ws_ps = 4450
worst_clock_skew_ps = 9.62
slew_headroom_pct = 57.3
fmax_ghz = 0.198
setup_viol_count_final = 0
period_used_pct = 53.2
final.setup.tns_ps = 0
rsz0062_at_grt = false
hold_violations = 0

[yosys]
yosys_area_sq_um = 4080
ys.flops = 63
synth-async-reset-ratio_pct = 0
yosys-stat-cells = 481
edf_count = 0
synth_area_sq_um = 4080
ff_type = dfxtp_1
synth.avg_cell_area_sq_um = 8.47
yosys_warnings = 7
syn_inst = 481
synth_cell_types = 54
seq_area_frac_synth_pct = 30.9

[clock_tree]
cts.sinks = 63
worstSkewPairLatency_ps = 340
cts_setup_buffers = 0
cts-buffers-inserted = 9
cts.path.max_buffers = 2
cts_tree = built
cts_resized = 0
h-tree-depth = 3
hold_buffers = 0
cts-root-buf = clkbuf_8
clkSlewWorstSetupHoldPaths_ps = 80

[grt]
grt_first_pass_wirelength_um = 17200
track_usage_pct = 26.9
antenna_found_initial = 0
grt_pass1_vias = 3197
grt-ovfl-total = 0
grt_max_degree = 62

[finish]
layout_top_cell = nor2_1
drive_gt1_share_pct = 9.11
fillCellCount = 711
mostFrequentLayoutCells = 78 x nor2_1, 63 x dfxtp_1, 41 x clkdlybuf4s50_1
syn2layout_area_growth_pct = 16.2

[placement]
portBuffers = 42
dpl.hpwl_um = 7390
place_congestion = 0.908
dpl_worst_slack_ps = 4500

[power]
vdd_drop_max_mv = 0.142
p_leak_nw = 1.83
power.density_nw_per_um2 = 132

[run_status]
status = completed

[flow_run]
warnings = 28
drv_cap = 0

[hold_path]
min-delay-path-class = flop to flop

==> Yosys cell counts (all sizes together) (5+ instances only) <==
master / instances / share of area (%)
xnor2: 20 / 4.3
mux2: 18 / 5.0
inv: 11 / 1.0
mux2i: 36 / 8.8
o21ai: 23 / 2.8
ha: 27 / 8.3
nor2: 78 / 7.2
clkbuf: 15 / 1.4
buf: 13 / 1.4
nand2b: 7 / 1.1
xor2: 11 / 2.4
a21oi: 31 / 3.9
o31ai: 5 / 0.92
nor3: 6 / 0.74
or3: 6 / 0.92
dfxtp: 63 / 31
nor2b: 6 / 1.1
a211oi: 11 / 2.1
maj3: 12 / 2.9
nand2: 34 / 3.1
==> flip-flops by register name (all words and copies together), names as in the netlist <==
register / count
Sistema_ALU.result_alu.Q: 15
ReversePolishFSM.state: 7
Sistema_ALU.registro_op.Q: 2
Sistema_ALU.registro_b.Q: 16
Sistema_ALU.registro_a.Q: 16
Sistema_ALU.result_flags.Q: 5
Level_to_Pulse.state: 2
==> metrics by stage <==
stage          hold WS [ps]  std cells  area (sq um)  util (%)  total power [W]
6_report                419        618          4740      60.7         0.000627
5_1_grt                 426        618          4740      60.7         0.000662
4_1_cts                 420        618          4740      60.7         0.000632
3_5_place_dp            402        602          4540      58.2         0.000396
3_3_place_gp            401        602          4540      58.2         0.000397
2_1_floorplan           394        481          4080         -         0.000360
==> power breakdown <==
part           internal (W)  switching, W  total, W
logic             0.0000596     0.0000621  0.000122
registers          0.000267    0.00000317  0.000270
clock network      0.000122      0.000113  0.000235
total              0.000449      0.000179  0.000627
==> metal layers <==
| layer | part of all wire [%] | wire (um) | GRT usage, % |
|---|---|---|---|
| met4 | 0.35 | 37 | 1.56 |
| met1 | 52 | 5470 | 46.3 |
| met5 | 0 | 0 | 0 |
| met2 | 41 | 4300 | 37.4 |
| met3 | 6.0 | 622 | 4.64 |
==> cell families after synthesis <==
group / synth area share, %
multiplexers: 13.8
AND-OR/OR-AND: 15.8
flip-flops: 30.9
adder cells (fa/ha/maj): 11.7
AND/OR/NAND/NOR: 17.2
XOR/XNOR: 6.66
buffers and inverters: 3.81
==> cell type report <==
| cell class | count | area, sq um | area share [%] |
|---|---|---|---|
| multi-input cells | 379 | 2660 | 56.1 |
| flip-flops and latches | 63 | 1260 | 26.6 |
| repair buffers | 47 | 453 | 9.56 |
| inverters | 11 | 41.3 | 0.872 |
| clock buffers | 9 | 124 | 2.62 |
| well taps | 102 | 128 | 2.69 |
| clock inverters | 7 | 70.1 | 1.48 |
==> worst paths after layout <==
check                                             startpoint                       endpoint  slack [ps]  cells past startpoint
worst min-delay path                 Level_to_Pulse.state[0]        Level_to_Pulse.state[2]         420                      2
worst max-delay path                               DataIn[7]                   ToDisplay[7]        4450                      3
worst max register to register  Sistema_ALU.registro_op.Q[0]  Sistema_ALU.result_flags.Q[0]        4810                     19
worst min register to register       Level_to_Pulse.state[0]        Level_to_Pulse.state[2]         420                      2
==> critical path: stages <==
cell	delay, ps
clkdlybuf4s50_1	490
mux2_2	290
clkdlybuf4s50_1	460
Power is estimated from default activity; no workload was simulated.
